`flow/constraint.sdc`:
```
current_design timer_device

set clk_period 5.2
set clk_io_pct 0.2

create_clock -name clk0 -period $clk_period [get_ports {CLK}]

set non_clock_inputs [all_inputs -no_clocks]
set_input_delay [expr $clk_period * $clk_io_pct] -clock clk0 $non_clock_inputs
set_output_delay [expr $clk_period * $clk_io_pct] -clock clk0 [all_outputs]
```
`flow/run.sh`:
```
#!/bin/bash
# OpenROAD 26Q1-2900-gdf79404cd8, Yosys 0.63+post, stock flow scripts
make -C /OpenROAD-flow-scripts/flow DESIGN_CONFIG=/design/flow/config.mk WORK_HOME=/design/flow/orfs finish
```
`flow/design.v`:
```
`timescale 1ns / 1ps
`default_nettype none
module Nbit_reg #(parameter n=1, r=0)
   (input  wire [n-1:0] in,
    output wire [n-1:0] out,
    input  wire         clk,
    input  wire         we,
    input  wire         gwe,
    input  wire         rst
    );
   reg [n-1:0] state;
   assign #(1) out = state;
   always @(posedge clk) 
     begin 
       if (gwe & rst) 
         state = r;
       else if (gwe & we) 
         state = in; 
     end
endmodule
`timescale 1ns / 1ps
`default_nettype none
  module timer_device (input  wire        write_interval,
                       input  wire [15:0] interval_in,  
                       input  wire        read_status,
                       output wire        status_out,   
                       input  wire        GWE,          
                       input  wire        RST,          
                       input  wire        CLK
                       );  
   wire [15:0]                           interval;
   wire [31:0]                           counter, counter_in;
   Nbit_reg #(16, 0) interval_reg (.in(interval_in), .out(interval), .we(write_interval), .clk(CLK), .gwe(GWE), .rst(RST));
   Nbit_reg #(32, 0) counter_reg (.in(counter_in), .out(counter), .we( 1'b1 ), .clk(CLK), .gwe( GWE ), .rst(RST));
   assign     counter_in =
                           (counter[31] == 1'b0) ? counter - 1 :
                           (counter[31] == 1'b1 & read_status) ? {{3{1'b0}}, interval, {13{1'b0}}} :
                           counter;
   assign     status_out = counter[31];
endmodule
```
`flow/config.mk`:
```
export PLATFORM = sky130hd
export DESIGN_NAME = timer_device
export DESIGN_NICKNAME = timer_device
export VERILOG_FILES = /design/flow/design.v
export SDC_FILE = /design/flow/constraint.sdc
export NUM_CORES = 4
export LEC_CHECK = 1
export CORE_UTILIZATION = 50
```
==> impl_metrics.py <==
# Generated from Yosys and OpenROAD reports
metrics = {
    "global_routing": {
        "first_global_vias": 1966,
        "grt_max_degree": 33,
        "grt_antenna_before_repair": 0,
        "grt_use_total_pct": 24.51,
        "grt.overflow.total": 0,
        "grt_pass1_wl_mm": 9.784,
    },
    "setup_path": {
        "worst_ep_arrival_time_ns": 3.13,
        "max_stage_delay_ns": 0.81,
        "highest_fanout_seen_on_the_critical_path": 15,
        "critPathRequiredTime_ns": 5.39,
        "timing.critical_path.to_type": "flop",
        "crit_buf_inv": 1,
        "cp_cell_sequence": "clkdlybuf4s50_1 > nand2b_1 > nand2_1 > nor3_1 > nand4_1 > mux2_1",
        "slowest_stage": "clkdlybuf4s50_1",
        "critical_path_class": "input port to flop",
        "crit_family": "simple AND/OR/NAND/NOR gates",
        "crit_path_start_kind": "input port",
    },
    "drt": {
        "detail-route-antenna-nets": 0,
        "drc": 0,
        "wirelength_mm": 5.708,
        "n_antenna_cell": 0,
        "number_of_vias_after_detailed_routing": 2235,
        "vias_per_cell": 5.673,
        "wl_per_cell_um": 14.49,
        "first_iter_violations": 191,
        "drt_pass1_iterations": 4,
    },
    "floorplanning": {
        "dieArea_um2": 5266,
        "ports": 22,
        "fp-utilization_pct": 52.37,
        "fp.coreArea_um2": 4755,
        "die_y_um": 72.57,
        "die_w_um": 72.57,
        "placement_rows": 25,
    },
    "worst_hold_path": {
        "holdCritPathClass": "flop to flop",
    },
    "sta": {
        "clock.fmax_mhz": 340.0,
        "report.final.hold_viol_count": 0,
        "final-max-slew-violation-count": 0,
        "fin_worst_skew_ns": 0.004403,
        "unrepaired_setup_endpoints_after_global_routing": "false",
        "slew-limit-headroom_pct": 56.32,
        "worst-slew-pin-transition_ns": 0.6543,
        "min_period_over_period_pct": 56.57,
        "final_period_minus_worst_setup_slack_ns": 2.941,
        "tns_ns": 0,
        "setup_violations": 0,
    },
    "yosys": {
        "synthTopCellsByArea": "dfxtp_1 39%, nand2_1 7.4%, a21oi_1 5.4%",
        "yosys_warnings": 2,
        "postSynthAreaPerCell_um2": 7.930,
        "synth_area_um2": 2490,
        "enable_flop_cells": 0,
        "synth.distinct_cells": 52,
        "yosysCellCount": 314,
        "yosys_most_used_dff": "dfxtp_1",
        "synthDominantAreaCellType": "dfxtp_1",
        "postSynth.asyncResetShare_pct": 0,
        "top_cell_area_share_pct": 38.59,
        "synth.yosys.seq_area_share_pct": 38.59,
        "synth_chip_area_um2": 2490,
        "syn_inst": 314,
        "synth.ff_latch_count": 48,
    },
    "clocking": {
        "clkSinkCount": 48,
        "hold_buffers": 0,
        "clkLatencyLatePin_ns": 0.30,
        "post_cts_setup_buffer_count": 0,
        "cts_buffers": 5,
        "cts_htree_levels": 2,
        "cts_tree": "done",
        "ctsResizeCount": 0,
        "cts.root.buffer_cell": "clkbuf_8",
        "clock_pin_slew_reported_for_the_worst_setup_and_hold_paths_after_clock_tree_synthesis_ns": 0.09,
        "max-clock-path-buffers": 2,
    },
    "power": {
        "leakage_uw": 0.001050,
        "vdd_drop_max_mv": 0.1739,
        "fin_total_pwr_uw": 1140,
        "power_per_cell_area_nw_per_um2": 403.1,
    },
    "job": {
        "warning_count": 26,
        "max-cap-violations": 0,
    },
    "finish": {
        "layout.cells.most_common_list": "49 x nand2_1, 48 x dfxtp_1, 30 x nor2_1",
        "layout.cells.most_common": "nand2_1",
        "share_of_post_route_cells_with_drive_strength_above_1_pct": 5.810,
        "finish.utilization_pct": 59.47,
        "synthToLayoutAreaGrowth_pct": 13.57,
    },
    "place": {
        "hpwl_mm": 3.965,
        "globalplace.congestion": 0.8325,
        "portBuffers": 21,
    },
    "run_status": {
        "status": "finished clean",
    },
}
==> worst register-to-register path: stages, from the launching register on <==
cell	delay, ns
dfxtp_1	0.37
nor4_4	0.43
nand4_2	0.35
nor4_2	0.51
nor2_1	0.09
a211o_1	0.27
==> final timing paths <==
path                                       startpoint                    end  slack [ns]  cells past startpoint
worst min-delay path            interval_reg.state[5]  interval_reg.state[5]        0.46                      2
worst max register to register   counter_reg.state[2]  counter_reg.state[25]        3.07                      5
worst max-delay path                      read_status  counter_reg.state[29]        2.26                      6
worst min register to register  interval_reg.state[5]  interval_reg.state[5]        0.46                      2
==> per-layer routing <==
metal  part of all wire (%)  global-route usage (%)
met1                     51                   39.64
met4                    1.0                   2.179
met5                      0                       0
met3                    4.2                   3.099
met2                     44                   37.59
==> logic make-up after synthesis <==
kind of cell / share of synthesized area (%)
buf+inv: 3.618
compound gates: 17.84
mux: 2.462
xor+xnor: 4.573
flops: 38.59
simple gates: 32.41
fa+ha+maj: 0.5024
==> per-stage QoR <==
stage / cell area [µm²] / setup WS, ns / instances / hold WS, ns
floorplan: 2490 / 2.926 / 314 / 0.4311
global placement: 2735 / 2.063 / 386 / 0.4462
detailed placement: 2735 / 1.982 / 386 / 0.4504
CTS: 2828 / 2.299 / 394 / 0.4633
global route: 2828 / 2.148 / 394 / 0.4946
finish: 2828 / 2.259 / 394 / 0.4623
==> sequential cells by signal, indices dropped and copies added (netlist names) <==
register / count
counter_reg.state: 32
interval_reg.state: 16
==> layout make-up <==
class / instances / area, µm²
Clock buffer: 6 / 82.58
Clock inverter: 2 / 10.01
Fill cell: 458 / 1927
Inverter: 5 / 18.77
Multi-Input combinational cell: 242 / 1439
Sequential cell: 48 / 960.9
Tap cell: 67 / 83.83
Timing Repair Buffer: 24 / 232.7
==> report_power, final <==
part           total [µW]  switching [µW]  internal (µW)
clock network         233             127            106
logic                 361             195            166
registers             545            98.5            447
==> cell usage after synthesis, drive strengths merged (2+ instances only) <==
cell,n
inv,5
and3,2
nand3b,3
nand4,10
clkbuf,19
nand2b,3
nand3,9
nor4,7
xnor2,6
nor2b,5
dfxtp,48
nor2,30
or4,2
nand4b,2
a221oi,2
a21oi,27
a21o,2
o22a,2
nor3,17
o22ai,3
nand2,49
and2,5
o21ai,17
mux2i,5
a22oi,4
nor4b,3
xor2,7
a211o,3
Power figures rest on the tool's default switching activity, not on a simulated workload.
